## design/flow/run.sh

```bash
#!/bin/bash
# OpenROAD 26Q1-2900-gdf79404cd8, Yosys 0.63+post, stock flow scripts
make -C /OpenROAD-flow-scripts/flow DESIGN_CONFIG=/design/flow/config.mk WORK_HOME=/design/flow/orfs finish
```

## design/flow/design.v

```verilog
`timescale 1ns / 1ps
module dm_ext(
    input [1:0] A,
	 input [31:0] Din,
	 input sign, 
	 input [2:0] what,
	 output [31:0] Dout
    );
    wire [3:0] k;
	 assign k = (what==3'b001)?4'b1111: 
	            (what==3'b010)?((A[1]==1'b1)?4'b1100:4'b0011): 
					(what==3'b100)?((A==2'b00)?4'b0001:
					                   (A==2'b01)?4'b0010:
											 (A==2'b10)?4'b0100:
											 (A==2'b11)?4'b1000:4'b0000):4'b0000;
	wire m,n,o,p,q,s;
	assign m=Din[15];
	assign n=Din[31];
	assign o=Din[7];
	assign p=Din[15];
	assign q=Din[23];
	assign s=Din[31];
	assign Dout=  (k==4'b1111)?Din: 
					  (k==4'b0011)?(sign?{{16{m}},Din[15:0]}:{{16{1'b0}},Din[15:0]}):
					  (k==4'b1100)?(sign?{{16{n}},Din[31:16]}:{{16{1'b0}},Din[31:16]}):
					  (k==4'b0001)?(sign?{{24{o}},Din[7:0]}:{{24{1'b0}},Din[7:0]}):    
					  (k==4'b0010)?(sign?{{24{p}},Din[15:8]}:{{24{1'b0}},Din[15:8]}):
					  (k==4'b0100)?(sign?{{24{q}},Din[23:16]}:{{24{1'b0}},Din[23:16]}):
					  (k==4'b1000)?(sign?{{24{s}},Din[31:24]}:{{24{1'b0}},Din[31:24]}):32'h0000_0000;		
endmodule
```

## design/flow/constraint.sdc

```tcl
current_design dm_ext

set clk_period 6.8
set clk_io_pct 0.2

create_clock -name clk0 -period $clk_period

set non_clock_inputs [all_inputs -no_clocks]
set_input_delay [expr $clk_period * $clk_io_pct] -clock clk0 $non_clock_inputs
set_output_delay [expr $clk_period * $clk_io_pct] -clock clk0 [all_outputs]
```

## design/flow/config.mk

```make
export PLATFORM = sky130hd
export DESIGN_NAME = dm_ext
export DESIGN_NICKNAME = dm_ext
export VERILOG_FILES = /design/flow/design.v
export SDC_FILE = /design/flow/constraint.sdc
export NUM_CORES = 4
export LEC_CHECK = 1
export CORE_AREA = 10 10 70 70
export DIE_AREA = 0 0 80 80
```

==> flow_summary.json <==
{
  "timing.critical_path.to_type": "output port",
  "warning_count": 32,
  "synth.cell_area_um2": 774.5,
  "power.density_nw_per_um2": 59.45,
  "timing.critical_path.cells": "clkdlybuf4s50_1, nor3_1, nor2_2, o21ai_2, o21ai_0, clkdlybuf4s50_1",
  "cts-hold-fix-buffers": 0,
  "grt_first_pass_wirelength_um": 5789,
  "crit_path_max_cell_delay_ns": 0.76,
  "design.seq.count": 0,
  "seq_pwr_share_pct": 0,
  "vias_per_cell": 4.930,
  "synth_chip_area_um2": 774.5,
  "p_int_uw": 54.85,
  "final.min_clock_period_ns": 5.295,
  "netlist_instances": 118,
  "wl_um": 3709,
  "area.growth.synth_to_final_pct": 93.86,
  "floorplan.core_util_pct": 22.67,
  "p_clk_share_pct": 0,
  "peakVddDrop_v": 0.00002137,
  "switchingPower_uw": 34.42,
  "drive_above_1_share_pct": 14.29,
  "hold_viol_final": 0,
  "critical_path_source_type": "input pin",
  "hpwl_after_dpl_um": 2991,
  "startpoint": "A[1]",
  "p_comb_share_pct": 100.0,
  "io_pins": 70,
  "seq_area_frac_synth_pct": 0,
  "crit_path_top_delay_cell": "sky130_fd_sc_hd__clkdlybuf4s50_1",
  "grt_max_degree": 18,
  "required_ns": 5.44,
  "worst-setup-path-type": "input pin to output port",
  "floorplan.die_area_um2": 6400,
  "cts.repair_timing.setup_buffer_count": 0,
  "power.switching_fraction_pct": 38.56,
  "initialDrtViolationCount": 61,
  "maxSlewViolCount": 0,
  "global_placement_routability_congestion": 0.8286,
  "wirelength_per_cell_um": 16.27,
  "final.clkbuf_count": 0,
  "synth_cell_type_count": 27,
  "detailedRoute.firstPassIterationCount": 4,
  "grt_setup_unrepaired": "no",
  "critPathMaxFanout": 17,
  "core_um2": 3416,
  "gr-total-overflow": 0,
  "critical_path.most_common_cell": "sky130_fd_sc_hd__clkdlybuf4s50_1",
  "synth.avg_cell_area_um2": 6.564,
  "postCtsResizedCells": 0,
  "worstMarginPinSlew_ns": 0.8837,
  "max_freq_mhz": 188.9,
  "timing.max_slew.rel_slack_pct": 41.08,
  "seq_area_um2": 0,
  "number_of_max_cap_violations": 0,
  "yosys-stat-cells": 118,
  "detail-route-antenna-nets": 0,
  "critPathArrivalTime_ns": 3.93,
  "port_buffers": 70,
  "static-leakage-power_uw": 0.0005247,
  "report.final.setup_viol": 0,
  "finalClockPeriodUsage_pct": 77.86,
  "globalRouteTotalUtil_pct": 10.85,
  "ys_warn_count": 0,
  "die-height_um": 80,
  "vias": 1124,
  "total_power_uw": 89.26,
  "hold_path_startpoint": "Din[27]",
  "grt_antenna_before_repair": 0,
  "n_antenna_cell": 0,
  "die.size.x_um": 80,
  "timing.setup.tns_ns": 0,
  "row_count": 21,
  "timing.hold.worst.class": "input pin to output port",
  "first_global_vias": 1207,
  "status": "finished clean",
  "drt_drc_violations_left": 0
}
-- per-stage QoR --
step | std cells | utilization, % | instance area, um2 | hold slack (ns) | setup WS, ns
after floorplan | 118 | - | 774.5 | 2.772 | 2.941
after global placement | 228 | 43.96 | 1501 | 3.698 | 1.545
after detailed placement | 228 | 43.96 | 1501 | 3.696 | 1.515
after CTS | 228 | 43.96 | 1501 | 3.701 | 1.504
after global routing | 228 | 43.96 | 1501 | 3.730 | 1.310
final | 228 | 43.96 | 1501 | 3.692 | 1.505
-- final timing paths --
path | slack [ns] | depth (start not counted) | endpoint
max | 1.51 | 6 | Dout[26]
min | 3.69 | 4 | Dout[27]
-- cell type report --
cell class / count / area [um2]
fill: 346 / 1914
timing repair buffer: 73 / 723.2
multi-input combinational: 105 / 705.7
tap: 46 / 57.56
inverter: 4 / 15.01
-- synthesized netlist by cell type --
cell	count	area, um2
sky130_fd_sc_hd__a211oi_1	2	15.01
sky130_fd_sc_hd__a21o_2	1	8.760
sky130_fd_sc_hd__a21oi_1	3	15.01
sky130_fd_sc_hd__a221o_1	7	70.07
sky130_fd_sc_hd__a22oi_1	14	105.1
sky130_fd_sc_hd__buf_1	1	3.750
sky130_fd_sc_hd__buf_2	3	15.01
sky130_fd_sc_hd__buf_6	2	22.52
sky130_fd_sc_hd__clkbuf_1	2	7.510
sky130_fd_sc_hd__clkbuf_2	1	5.000
sky130_fd_sc_hd__inv_1	4	15.01
sky130_fd_sc_hd__mux2_2	7	78.83
sky130_fd_sc_hd__mux2i_1	3	30.03
sky130_fd_sc_hd__nand2_1	16	60.06
sky130_fd_sc_hd__nand2b_2	1	8.760
sky130_fd_sc_hd__nor2_1	10	37.54
sky130_fd_sc_hd__nor2_2	1	6.260
sky130_fd_sc_hd__nor2b_1	3	18.77
sky130_fd_sc_hd__nor3_1	4	20.02
sky130_fd_sc_hd__nor3_2	1	10.01
sky130_fd_sc_hd__nor3b_2	1	12.51
sky130_fd_sc_hd__nor4b_1	1	8.760
sky130_fd_sc_hd__o211ai_1	1	7.510
sky130_fd_sc_hd__o21ai_0	16	80.08
sky130_fd_sc_hd__o21ai_2	11	96.34
sky130_fd_sc_hd__o21bai_1	1	7.510
sky130_fd_sc_hd__or3b_1	1	8.760
-- worst max-delay path, delay by kind of cell --
kind                   cells  cell delay [ns]
AOI/OAI and AO/OA          2             0.87
and+or+nand+nor            2             0.48
buffers and inverters      2             1.21
-- logic make-up after synthesis --
| logic type | Yosys count | synth area share [%] |
|---|---|---|
| buffers and inverters | 13 | 8.883 |
| AND-OR/OR-AND | 56 | 52.34 |
| AND/OR/NAND/NOR | 39 | 24.72 |
| multiplexers | 10 | 14.06 |
-- per-layer routing --
layer,GRT usage [%],wire length (um)
met1,14.04,1619
met2,18.38,1811
met3,3.182,278
met4,0,0
met5,0,0
-- power groups by stage --
stage	logic [uW]	registers, uW	clock network, uW
6_report	89.3	0	0
5_1_grt	97.8	0	0
4_1_cts	90.7	0	0
-- layout by cell type (no fill, tap or decap) --
cell type | netlist | final
sky130_fd_sc_hd__a21o_2 | 1 | 1
sky130_fd_sc_hd__mux2i_1 | 3 | 3
sky130_fd_sc_hd__o21ai_0 | 16 | 16
sky130_fd_sc_hd__a221o_1 | 7 | 7
sky130_fd_sc_hd__nor4b_1 | 1 | 1
sky130_fd_sc_hd__nor2b_1 | 3 | 3
sky130_fd_sc_hd__o211ai_1 | 1 | 1
sky130_fd_sc_hd__a211oi_1 | 2 | 2
sky130_fd_sc_hd__nor3_1 | 4 | 4
sky130_fd_sc_hd__nor2_2 | 1 | 1
sky130_fd_sc_hd__mux2_2 | 7 | 7
sky130_fd_sc_hd__o21bai_1 | 1 | 1
sky130_fd_sc_hd__a22oi_1 | 14 | 14
sky130_fd_sc_hd__nor3_2 | 1 | 1
sky130_fd_sc_hd__nor3b_2 | 1 | 1
sky130_fd_sc_hd__clkdlybuf4s50_1 | 0 | 70
sky130_fd_sc_hd__inv_1 | 4 | 4
sky130_fd_sc_hd__a21oi_1 | 3 | 3
sky130_fd_sc_hd__buf_4 | 0 | 3
sky130_fd_sc_hd__o21ai_2 | 11 | 11
sky130_fd_sc_hd__nand2_1 | 16 | 16
sky130_fd_sc_hd__or3b_1 | 1 | 1
sky130_fd_sc_hd__nand2b_2 | 1 | 1
sky130_fd_sc_hd__nor2_1 | 10 | 10
No activity file was given, so power comes from the tool's default toggle rates.
